--- ./run.sh ---
#!/bin/bash
# OpenROAD 26Q1-2900-gdf79404cd8, Yosys 0.63+post, stock flow scripts
make -C /OpenROAD-flow-scripts/flow DESIGN_CONFIG=/design/flow/config.mk WORK_HOME=/design/flow/orfs finish
--- ./constraint.sdc ---
current_design block_assgn

set clk_period 1.0
set clk_io_pct 0.2

create_clock -name clk0 -period $clk_period [get_ports {clk}]

set non_clock_inputs [all_inputs -no_clocks]
set_input_delay [expr $clk_period * $clk_io_pct] -clock clk0 $non_clock_inputs
set_output_delay [expr $clk_period * $clk_io_pct] -clock clk0 [all_outputs]
--- ./design.v ---
module block_assgn(
    input [8:0] a, b,      
    input clk,             
    output reg [8:0] sw_a, sw_b 
);
    reg [8:0] ta, tb;  
    always @(posedge clk) begin
        ta = a;  
        tb = b;  
        sw_a = tb;  
        sw_b = ta; 
    end
endmodule
module nonblock_assgn(c,d,clk,sw_c,sw_d);
 input [7:0] c,d ;
 input clk;
 output reg[7:0] sw_c,sw_d ;
 always @(posedge clk)
 begin 
   sw_c<=d;
   sw_d<=c;
 end
endmodule
module nonblock_assgn1(
    input [7:0] c, d,       
    input clk,               
    output reg [7:0] sw_c,  
    output reg [7:0] sw_d
);
    always @(posedge clk) 
    begin
        sw_d <= c ^ d;       
        sw_c <= c ^ sw_d;    
        sw_d <= sw_d ^ sw_c; 
    end
endmodule
--- ./config.mk ---
export PLATFORM = sky130hd
export DESIGN_NAME = block_assgn
export DESIGN_NICKNAME = block_assgn
export VERILOG_FILES = /design/flow/design.v
export SDC_FILE = /design/flow/constraint.sdc
export NUM_CORES = 4
export LEC_CHECK = 1
export CORE_AREA = 10 10 70 70
export DIE_AREA = 0 0 80 80
==> out/results.ini <==
[grt]
antenna_found_initial=0
grt_pass1_wl_mm=1.635
gr-total-overflow=0
grt.total_usage=0.03497
grt_start_max_net_pins=10
grt_pass1_vias=266

[drt]
wl_met3_um=179
drt_iter0_drc=2
highest_layer=met4
ant_nets=0
dr_total_vias=272
drcViolationCount=0
post_drt_via_cell_ratio=2.641
drt_pre_antenna_iters=2
wl_per_cell_um=11.39
met2WireLength_um=480
antenna_cells=0
met1_length_um=505
routed_wl_mm=1.173

[logic_synthesis]
ys_chip_area_um2=360.3
synth-seq-cells=18
yosys_warnings=1
yosys.area_share.aoi=0
syn_area_um2=360.3
adder_share=0
area_leaders=dfxtp_1 100%
mux_share=0
ys_sh_simple=0
top_area_frac=1.000
syn_avg_cell_area_um2=20.02
ys_types=1
top_area_cell=dfxtp_1
ys_sh_xor=0
postSynthSeqShare=1.000
synth_cells=18
ys_cells=18

[layout]
post-route-cell-area_um2=710.7
logic_gates=0
fillCellCount=380
final-comb-area_um2=0
area_growth_pct=97.22
drive_gt1_frac=0.3684
flop_area_um2=360.3
layout_top_cells=18 x clkdlybuf4s50_1, 18 x dfxtp_1, 12 x buf_2

[floorplanning]
core-area_mm2=0.003416
io_pins=37
die_h_um=80
rows=21
die_area_mm2=0.006400
die_w_um=80
initCoreUtil=0.1055

[clocking]
cts.sinks=18
root_buffer=clkbuf_4
h-tree-depth=1
post-cts-setup-buffer-count=0
cts_max_path_buffers=2
cts_buffers=3
path_clk_slew_ns=0.10
cts_tree=done

[setup_path]
crit_path_max_fanout=1
path_delay_family=flip-flops
max_stage_delay_ns=0.31
end_kind=primary output
slowest_stage=dfxtp_1
crit_arrival_ns=0.70
worstSetupPathType=reg2out
cp_cell_sequence=buf_2
crit_buf_inv=1
critPathLaunchType=flip-flop
crit_required_ns=0.80

[power]
powerDensity_mw_per_mm2=1707
vdd_drop_max_mv=0.7180
power_leakage_nw=0.3083
totalPowerFinal_mw=1.213

[placed_design]
io_buffers=36
gp_congestion=0.7138
place_area_um2=778.2

[final_timing]
max_freq_ghz=1.109
maxSlewHeadroom=0.9351
final.period_utilization=0.9019
period_minus_slack_ns=0.9019
tightest_slew_ns=0.09740
drv_slew=0
hold_slack_ns=0.3452
tns_ns=0
setup_viol=0
hold_viol=0
rsz0062_at_grt=false

[min_path]
hp-class=in2reg

[run_status]
status=finished, final reports clean

[run]
drv_cap=0
warnings=25

## cells by family (layout without fill, tap and decap cells)
group	count (synthesis)	count (layout)
DFF	18	18
buffers and inverters	0	39
## power by group
| part | leakage, nW | total [mW] | internal, mW | switching (mW) |
|---|---|---|---|---|
| clock | 0.0138 | 0.353 | 0.140 | 0.213 |
| sequential | 0.152 | 0.762 | 0.755 | 0.00724 |
| combinational | 0.143 | 0.0984 | 0.0835 | 0.0148 |
## area by class of cell
| class | count | area share |
|---|---|---|
| clock buffers | 3 | 0.03169 |
| flip-flops and latches | 18 | 0.5070 |
| well taps | 46 | 0.08099 |
| repair buffers | 36 | 0.3803 |
## synth_stat cells, drive strengths merged
cell   count
dfxtp     18
## state kept, by name, indices dropped and copies added (netlist names)
signal and count:
sw_a 9, sw_b 9
## metrics by stage
step | cells | util | worst slack (ns)
final | 103 | 0.2081 | 0.09811
after global routing | 103 | 0.2081 | 0.03298
after CTS | 103 | 0.2169 | 0.0001468
after detailed placement | 100 | 0.2278 | 0.02949
after global placement | 100 | 0.2278 | 0.02924
after floorplan | 18 | - | 0.5385
## worst paths after layout
kind    start       to  slack (ns)  cells past startpoint
min      a[2]  sw_b[2]        0.35                      1
max   sw_b[6]  sw_b[6]         0.1                      1
## layer usage
| layer | GRT usage | up-vias |
|---|---|---|
| li1 | - | 132 |
| met1 | 0.03870 | 116 |
| met2 | 0.04815 | 22 |
| met3 | 0.03409 | 2 |
| met4 | 0.005282 | 0 |
| met5 | 0 | - |
## repair_timing
item | in CTS | in global routing
hold buffers | 0 | 0
gates resized | 48 | 6
cloned | 0 | 0
endpoints found under the setup margin | 18 | 6
hold endpoints to repair | 0 | 0
Power and IR drop assume default switching activity.
